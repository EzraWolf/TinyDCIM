**flow/run.sh**
```bash
#!/bin/bash
# OpenROAD 26Q1-2900-gdf79404cd8, Yosys 0.63+post, stock flow scripts
make -C /OpenROAD-flow-scripts/flow DESIGN_CONFIG=/design/flow/config.mk WORK_HOME=/design/flow/orfs finish
```
**flow/config.mk**
```make
export PLATFORM = sky130hd
export DESIGN_NAME = top
export DESIGN_NICKNAME = top
export VERILOG_FILES = /design/flow/design.v
export SDC_FILE = /design/flow/constraint.sdc
export NUM_CORES = 4
export LEC_CHECK = 1
export CORE_AREA = 10 10 89 89
export DIE_AREA = 0 0 99 99
```
**flow/constraint.sdc**
```tcl
current_design top

set clk_period 4.6
set clk_io_pct 0.2

create_clock -name clk0 -period $clk_period [get_ports {clk}]

set non_clock_inputs [all_inputs -no_clocks]
set_input_delay [expr $clk_period * $clk_io_pct] -clock clk0 $non_clock_inputs
set_output_delay [expr $clk_period * $clk_io_pct] -clock clk0 [all_outputs]
```
**flow/design.v**
```verilog
module top (
    input  clk,
    output reg [7:0] led
);
    reg [25:0] counter;
    always @(posedge clk) begin
        counter <= counter + 1;
        led <= counter[25:18];
    end
endmodule
```
==> results.toml <==
# flow metrics
[clocking]
cts_root_buf = "sky130_fd_sc_hd__clkbuf_8"
ctsHtreeMaxLevel = 2
clkTransAtPathRegs_ns = 0.06
ctsHoldBuffers = 0
cts_made_buffers = 5
tritoncts_clock_tree = "done"
cts_repair_resize_count = 0
clk-insertion-delay-late_ns = 0.29
cts.repair_timing.setup_buffer_count = 0
clock_sink_count = 34
cts-root-to-sink-buffers = 2

[yosys]
syn_avg_cell_area_um2 = 11.28
synth_seq_share_pct = 58.00
count_of_distinct_cell_types_in_the_synthesized_netlist = 19
synth_stat.cells = 104
synthesized_instance_count = 104
yosys_warnings = 1
ys.flops = 34
yosysChipArea_um2 = 1174
synth_area_um2 = 1174

[setup_path]
slowest_delay_ns = 0.46
rr_startpoint = "counter[0]"
crit_path_start = "led[6]"
rrSetupSlack_ns = 2.96
reg_to_reg_critical_path_endpoint = "counter[10]"
kind_of_end_point_of_the_critical_path = "primary output"
path_buffers = 1
crit_path_start_kind = "flop"
worst-path-max-fanout = 1
crit_chain = "clkdlybuf4s50_1"
cp_num_cells = 1
ff2ff_path_depth = 5
worst_ep_arrival_time_ns = 1.05
crit_path_kind = "reg2out"
critPathSlowestCell = "sky130_fd_sc_hd__clkdlybuf4s50_1"
crit_required_ns = 3.68
path_delay_family = "buffers and inverters"

[power_and_ir_drop]
internal_power_mw = 0.5253
power_frac_comb_pct = 0
irDropWorstVdd_uv = 169.7
power.total_mw = 0.6316
power_switching_mw = 0.1063
seq_power_share_pct = 46.6
pwr_density_cell_nw_per_um2 = 425.3
total_leakage_power_nw = 0.5324
share_of_power_burned_in_the_clock_network_pct = 53.4
power.share.switching_pct = 16.83

[timing]
tns_ns = 0
achievable-frequency_ghz = 0.5077
hold_viol_final = 0
timing.slew.headroom_pct = 70.65
worst_slack_ns = 2.630
fin_crit_sh_pct = 42.82
skew_ns = 0.004596
rsz0062_at_grt = "false"
worstMarginPinSlew_ns = 0.4386
slew_violations = 0
finalCriticalPeriod_ns = 1.970
timing.final.setup_violations = 0

[placed_design]
gp_congestion = 0.6878
io_buffer_count = 8
post-place-ws_ns = 2.922
dp_hpwl_mm = 1.174

[final_layout]
finalCoreUtilization_pct = 24.79
area_growth_pct = 26.55
layout_top_cells = "34 x sky130_fd_sc_hd__dfxtp_1, 17 x sky130_fd_sc_hd__xnor2_1, 8 x sky130_fd_sc_hd__nand2_1, 8 x sky130_fd_sc_hd__clkdlybuf4s50_1"
drive_above_1_share_pct = 10.92
commonest_non_fill_non_tap_cell_in_the_layout = "sky130_fd_sc_hd__dfxtp_1"

[global_routing]
grt_overflow = 0
grt_antenna_before_repair = 0
groute.usage.overall_pct = 3.745
pin_count_of_the_biggest_net_entering_global_routing = 12
grt_pass1_wl_mm = 3.160
vias_in_the_first_global_route = 729

[die]
initial_core_util_pct = 19.59
die_h_um = 99
core_area_um2 = 5991
rows = 28
chip_area_um2 = 9801
die_w_um = 99
io_pins = 9

[routing]
dr.pass1.iters = 4
initialDrtViolationCount = 37
vias_per_cell = 3.794
num_vias = 736
wl_mm = 1.743
num_antenna_cells = 0
drc = 0
routed-wl-met3_um = 161
dr.max_layer_used = "met4"
met2_layer_wire_length_in_the_routed_design_um = 674
detail_route.wl_per_cell_um = 8.985
ant_nets = 0
drt-met1-wl_um = 860

[status]
run_status = "completed"

[min_path]
worst_hold_depth = 0
min-delay-path-class = "reg2reg"
holdCritStartpoint = "counter[25]"
whs_endpoint = "led[7]"

[job]
warning_count = 25
max-cap-violations = 0
-- area by class of cell --
cell class | instances | area, um2
Fill cell | 602 | 4506
Sequential cell | 34 | 680.7
Clock inverter | 2 | 60.06
Clock buffer | 6 | 82.58
Timing Repair Buffer | 8 | 80.08
Multi-Input combinational cell | 66 | 476.7
Tap cell | 75 | 93.84
Inverter | 3 | 11.26
-- power by group through the flow --
stage | logic, mW | registers [mW] | clock network (mW)
4_1_cts | 0.000000187 | 0.294 | 0.345
5_1_grt | 0.000000187 | 0.294 | 0.360
6_report | 0.000000187 | 0.294 | 0.337
-- per-stage QoR --
stage               cells  instance area, um2  hold WS, ns
floorplan             104                1174       0.3501
global placement      186                1343       0.3661
detailed placement    186                1343       0.3589
CTS                   194                1485       0.3738
global route          194                1485       0.3808
finish                194                1485       0.3715
-- worst max path at each step --
| stage | to |
|---|---|
| global route | led[1] |
| CTS | led[6] |
| finish | led[6] |
-- Yosys cell counts --
cell type	number	area [um2]
sky130_fd_sc_hd__nand3b_1	1	7.510
sky130_fd_sc_hd__and2_1	1	6.260
sky130_fd_sc_hd__nand4_4	1	21.27
sky130_fd_sc_hd__xor2_1	7	61.31
sky130_fd_sc_hd__or2_2	2	12.51
sky130_fd_sc_hd__nor3_1	3	15.01
sky130_fd_sc_hd__xnor2_1	17	148.9
sky130_fd_sc_hd__nand2_1	8	30.03
sky130_fd_sc_hd__and4_1	1	8.760
sky130_fd_sc_hd__ha_1	1	12.51
sky130_fd_sc_hd__and3_1	3	18.77
sky130_fd_sc_hd__buf_2	1	5.000
sky130_fd_sc_hd__nor4b_2	1	15.01
sky130_fd_sc_hd__dfxtp_1	34	680.7
sky130_fd_sc_hd__nor2_1	5	18.77
sky130_fd_sc_hd__nand3_1	7	35.03
sky130_fd_sc_hd__inv_1	3	11.26
sky130_fd_sc_hd__nand4_1	7	43.79
sky130_fd_sc_hd__nor4_4	1	21.27
-- per-layer routing --
metal | vias up | global-route usage (%)
li1 | 376 | -
met1 | 339 | 4.702
met2 | 12 | 5.361
met3 | 9 | 2.255
met4 | 0 | 0.8820
met5 | - | 0
-- cell families after synthesis --
kind of cell | Yosys count | share of synthesized area (%)
simple gates | 41 | 21.64
flops | 34 | 58.00
xor+xnor | 24 | 17.91
buf+inv | 4 | 1.385
fa+ha+maj | 1 | 1.066
-- state kept, by name (all words and copies together) (netlist names) --
signal / cells
counter: 26
led: 8
No activity file was given, so power comes from the tool's default toggle rates.
